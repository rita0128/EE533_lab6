[run.sh]
#!/bin/bash
# OpenROAD 26Q1-2900-gdf79404cd8, Yosys 0.63+post, stock flow scripts
make -C /OpenROAD-flow-scripts/flow DESIGN_CONFIG=/design/flow/config.mk WORK_HOME=/design/flow/orfs finish
[config.mk]
export PLATFORM = sky130hd
export DESIGN_NAME = DATA_MEM
export DESIGN_NICKNAME = DATA_MEM
export VERILOG_FILES = /design/flow/design.v
export SDC_FILE = /design/flow/constraint.sdc
export NUM_CORES = 4
export LEC_CHECK = 1
export CORE_UTILIZATION = 40
[constraint.sdc]
current_design DATA_MEM

set clk_period 39.8
set clk_io_pct 0.2

create_clock -name clk0 -period $clk_period [get_ports {clk}]

set non_clock_inputs [all_inputs -no_clocks]
set_input_delay [expr $clk_period * $clk_io_pct] -clock clk0 $non_clock_inputs
set_output_delay [expr $clk_period * $clk_io_pct] -clock clk0 [all_outputs]
[design.v]
module DATA_MEM(
    input clk, rst, 
    input [1: 0] mem_we, 
    input [2: 0] mem_re,
    input [31: 0] addr, din,
    output reg [31: 0] dout
);
reg [7: 0] data [127: 0];
wire [31:0] val0 = {data[3], data[2], data[1], data[0]};
wire [31:0] val1 = {data[7], data[6], data[5], data[4]};
wire [31:0] val2 = {data[11], data[10], data[9], data[8]};
wire [31:0] val3 = {data[15], data[14], data[13], data[12]};
wire [31:0] val4 = {data[19], data[18], data[17], data[16]};
wire [31:0] val5 = {data[23], data[22], data[21], data[20]};
wire [31:0] val6 = {data[27], data[26], data[25], data[24]};
wire [31:0] val7 = {data[31], data[30], data[29], data[28]};
wire [31:0] val8 = {data[35], data[34], data[33], data[32]};
wire [31:0] val9 = {data[39], data[38], data[37], data[36]};
always @(*) begin
    case (mem_re[1: 0])
        2'b00:begin
            dout = 32'b0;
        end
        2'b01:begin
            dout = {data[addr + 3], data[addr + 2], data[addr + 1], data[addr]};
        end
        2'b10:begin
            if(mem_re[2]) dout = {{16{data[addr + 1][7]}}, data[addr + 1], data[addr]};
            else dout = {16'b0, data[addr + 1], data[addr]};
        end
        2'b11:begin
            if(mem_re[2]) dout = {{24{data[addr][7]}}, data[addr]};
            else dout = {24'b0, data[addr]};
        end 
        default:begin
            dout = 32'b0;
        end
    endcase
end
always @(posedge clk) begin
    case (mem_we)
        2'b01:begin
            data[addr + 3] = din[31: 24];
            data[addr + 2] = din[23: 16];
            data[addr + 1] = din[15: 8];
            data[addr] = din[7: 0];
        end
        2'b10:begin
            data[addr + 1] = din[15: 8];
            data[addr] = din[7: 0];
        end
        2'b11:begin
            data[addr] = din[7: 0];
        end 
        default: begin
        end
    endcase
end
initial begin
    data[0]  = 8'h43;  
    data[1]  = 8'h01;
    data[2]  = 8'h00;
    data[3]  = 8'h00; 
    data[4]  = 8'h7B;
    data[5]  = 8'h00;
    data[6]  = 8'h00;
    data[7]  = 8'h00;
    data[8]  = 8'h39;
    data[9]  = 8'hFE;
    data[10] = 8'hFF;
    data[11] = 8'hFF;
    data[12] = 8'h02;
    data[13] = 8'h00;
    data[14] = 8'h00;
    data[15] = 8'h00;
    data[16] = 8'h62;
    data[17] = 8'h00;
    data[18] = 8'h00;
    data[19] = 8'h00;
    data[20] = 8'h7D;
    data[21] = 8'h00;
    data[22] = 8'h00;
    data[23] = 8'h00;
    data[24] = 8'h0A;
    data[25] = 8'h00;
    data[26] = 8'h00;
    data[27] = 8'h00;
    data[28] = 8'h41;
    data[29] = 8'h00;
    data[30] = 8'h00;
    data[31] = 8'h00;
    data[32] = 8'hC8;
    data[33] = 8'hFF;
    data[34] = 8'hFF;
    data[35] = 8'hFF;
    data[36] = 8'h00;
    data[37] = 8'h00;
    data[38] = 8'h00;
    data[39] = 8'h00;
end
endmodule
==> GITHUB_STEP_SUMMARY <==
### Metrics collected by this job

| Metric | Value |
|---|---|
| Status | finished, final reports clean |
| Mapped Area | 0.101 sq mm |
| CTS tree | built |
| YS chip area | between 0.1 and 0.15 sq mm |
| Synth warn | 1 |
| Post-synth cell types | 90 |
| Setup crit end kind | output pin |
| Power share of the clock group | 35.5% |
| Port Buffer Count | 76 |
| Post-synthesis cell count | 11332 |
| Worst Setup Start Kind | input pin |
| Worst min-delay path class | input pin to register |
| Hold Startpoint | din[1] |
| Number of OpenROAD warnings | 59 |
| Gates resized, CTS repair | 0 |
| Ys flops | 1024 |
| Hold path depth | 3 |
| Top cells by count | nand2_1, o21ai_0, a21oi_1, edfxtp_1, mux4_2 |
| Drt first-iter violations | 13404 |
| Dominant cell area share | between 30% and 40% |
| Yosys top cell by area | edfxtp_1 |
| Part of the power in registers | about a third |
| PD cells | around 32 mW/mm^2 |
| Worst Max-Slew Pin Slew | 1200 ps |
| Initial antenna violation count | 99 |
| FP Rows | 184 |
| Setup-failing EPs final | 0 |
| Drt pass-1 iters | 24 |
| Gp weighted congestion | between 1 and 1.5 |
| DRT antenna net count | 0 |
| Gate power share | 29.7% |
| Final core occ | 43.7% |
| Max Root-Sink Buffers | 3 |
| Die footprint | 0.256 sq mm |
| WHS | ~7600 ps |
| CP Max Fanout | 56 |
| Worst slew margin | between 10% and 20% |
| FP Util | 40.3% |
| Share of layout cells above drive strength 1 | between 10% and 20% |
| Root Buffer | clkbuf_16 |
| DP HPWL | 459000 microns |
| CP arrival | roughly 15000 ps |
| F_max | between 40 and 50 MHz |
| EDFF count, synth | 1024 |
| # clock sinks | 1024 |
| Period minus WS final | 23080 ps |
| Max cap viols | 0 |
| Pint | between 2 and 2.5 mW |
| Post-CTS setup buffers | 0 |
| Hold Vio Cnt, Final | 0 |
| Gr usage total | between 50% and 60% |
| RSZ-0062 raised after global routing | false |
| Vias in the first global route | 94303 |
| Synth-to-Final Area Change | 8.29% |
| Number of remaining DRC errors | 0 |
| H-tree depth | 4 |
| Switching Share | roughly 37% |
| Chip Height | about 500 microns |
| Flip-flop count of the largest register after layout | a little over 1000 |
| Count leader, synth | nand2_1 |
| CTS Hold Bufs | 0 |
| DR WL/cell | 46.0 microns |
| Vias per inst | slightly above 7 |
| Top cells by area | edfxtp_1, mux4_2, o21ai_0, nand2_1, mux2i_1 |
| Total leakage power | 34.5 nW |
| Maximum vdd drop | 0.0000497 V |
| Main synth FF type | edfxtp_1 |
| Die X | 506 microns |
| Tcrit/Tclk final | 58.0% |
| DR vias | 103554 |
| Syn avg cell area | 8.95 sq um |
| Crit path kind | input pin to output pin |
| Num CTS Buffers | approximately 140 |
| Largest net degree at the start of global routing | around 96 |
| Ys async rst share | 0% |
| Hold endpoint | data[90][1] |
| Area of the core | 0.252 sq mm |
| Setup TNS | 0 ps |
| Switching pwr | 1.33 mW |
| First-pass GRT wire length | 870000 microns |
| Seq share, synth | 30.3% |
| # Cells Yosys | 11332 |
| Total I/O pin count | 103 |
| Clock-pin slew of the registers on the worst-case setup and hold paths | 60 ps |
| DRT Wirelength | 661000 microns |
| Crit path DRT | 31840 ps |
| Final Max Tran Viols | 0 |
| Layout fillers | 23625 |
| GRT Residual Overflow | 0 |
cell type report:
class / count / area, sq um / area share, %
multi-input cells: 8983 / 64800 / 59.0
clock buffers: 166 / 3600 / 3.28
inverters: 9 / 47.5 / 0.0433
clock inverters: 76 / 779 / 0.710
diodes: 83 / 208 / 0.189
well taps: 3348 / 4190 / 3.81
repair buffers: 678 / 5460 / 4.97
flip-flops and latches: 1024 / 30700 / 28.0
how the worst max path moves through the flow:
stage | from | to | slack (ps) | depth (start not counted)
final | addr[0] | dout[12] | 16720 | 14
after CTS | addr[0] | dout[12] | 16870 | 14
after global routing | addr[0] | dout[12] | 16600 | 14
cell usage in the layout (no fill, tap or decap), types with 32 or more instances in the layout:
cell	Yosys	final
diode_2	0	83
nor2_4	40	41
o22ai_1	77	77
o21ai_0	1748	1746
a221oi_1	75	75
mux4_2	966	966
o21ai_1	61	60
nand3_1	431	423
a21oi_1	1325	1325
a21o_1	64	64
clkdlybuf4s50_1	0	39
a22oi_1	50	50
clkbuf_16	0	140
nor2_1	753	749
a211oi_1	81	80
buf_6	52	32
buf_4	127	592
or4_1	81	81
nor2_2	83	86
mux2i_1	691	691
nand2_1	2075	2054
edfxtp_1	1024	1024
o221ai_1	35	35
cells by family after synthesis:
family / synth area share (%)
compound gates: 19.4
xor+xnor: 0.295
fa+ha+maj: 0.111
buf+inv: 6.18
flops: 30.3
mux: 28.3
simple gates: 15.3
routing by layer:
layer	track usage, %	vias up	share of wire (%)
met5	7.70	-	0.45
met3	41.8	2284	19
met1	62.3	49810	32
met2	69.2	9524	40
li1	-	41819	-
met4	35.0	117	8.6
worst max-delay path: stages:
cell	delay (ps)
buf_8	400
buf_4	580
buf_4	670
buf_4	580
buf_4	670
buf_4	630
mux4_2	590
nor2b_1	160
nor4_1	750
o22ai_1	550
a221oi_1	600
buf_4	270
o21bai_1	70
clkdlybuf4s50_1	410
power by group through the flow:
stage | logic [mW] | registers, mW | clock network [mW]
6_report | 1.06 | 1.24 | 1.26
4_1_cts | 0.993 | 1.24 | 1.26
5_1_grt | 1.05 | 1.24 | 1.30
through the flow:
stage	power [mW]	setup slack, ps	cell area [sq um]	instances
3_3_place_gp	2.25	17000	105000	14042
6_report	3.56	16720	110000	14367
4_1_cts	3.49	16870	110000	14284
5_1_grt	3.59	16600	110000	14319
3_5_place_dp	2.25	16890	105000	14042
2_1_floorplan	1.77	19850	101000	11332
Power is estimated from default activity; no workload was simulated.
