===== /design/flow/config.mk =====
export PLATFORM = sky130hd
export DESIGN_NAME = Reg_file
export DESIGN_NICKNAME = Reg_file
export VERILOG_FILES = /design/flow/design.v
export SDC_FILE = /design/flow/constraint.sdc
export NUM_CORES = 4
export LEC_CHECK = 1
export CORE_UTILIZATION = 50

===== /design/flow/constraint.sdc =====
current_design Reg_file

set clk_period 6.6
set clk_io_pct 0.2

create_clock -name clk0 -period $clk_period [get_ports {clk}]

set non_clock_inputs [all_inputs -no_clocks]
set_input_delay [expr $clk_period * $clk_io_pct] -clock clk0 $non_clock_inputs
set_output_delay [expr $clk_period * $clk_io_pct] -clock clk0 [all_outputs]

===== /design/flow/design.v =====
module Reg_file(
    input rst, clk, reg_we,
    input [4: 0] rs1, rs2, rd,
    input [31: 0] rd_data,
    output reg [31: 0] rs1_data,
    output reg [31: 0] rs2_data
);
reg [31: 0] regs[31: 0];
always @(posedge clk) begin
    if(reg_we && (rd != 5'h0)) regs[rd] = rd_data;
end
integer i;
initial begin
    for (i = 0; i < 32; i = i + 1) begin
        regs[i] = 32'd0;
    end
    regs[5'd2] = 32'd128;
end
always @(*) begin
    if(rs1 == 5'h0)begin
        rs1_data = 32'h0000_0000;
    end else begin
        if(rs1 == rd)begin
            rs1_data = rd_data;
        end else begin
            rs1_data = regs[rs1];
        end
    end
end
always @(*) begin
    if(rs2 == 5'h0)begin
        rs2_data = 32'h0000_0000;
    end else begin
        if(rs2 == rd)begin
            rs2_data = rd_data;
        end else begin
            rs2_data = regs[rs2];
        end
    end
end
endmodule

===== /design/flow/run.sh =====
#!/bin/bash
# OpenROAD 26Q1-2900-gdf79404cd8, Yosys 0.63+post, stock flow scripts
make -C /OpenROAD-flow-scripts/flow DESIGN_CONFIG=/design/flow/config.mk WORK_HOME=/design/flow/orfs finish

==> impl_results.html <==
<h3>Run summary</h3>
<table>
<tr><th>Metric</th><th>Value</th></tr>
<tr><th colspan="2">Detailed routing</th></tr>
<tr><td>Vias per inst</td><td>6.82</td></tr>
<tr><td>First-iteration detailed-routing DRC count</td><td>2033</td></tr>
<tr><td>Total routed wirelength</td><td>152000 µm</td></tr>
<tr><td>Via count</td><td>28295</td></tr>
<tr><td>ANT nets after route</td><td>0</td></tr>
<tr><td>DRC violations left</td><td>0</td></tr>
<tr><td>Routed WL per cell</td><td>36.5 µm</td></tr>
<tr><td>Number of optimization iterations in the first detailed-route pass</td><td>7</td></tr>
<tr><td>Antenna cells</td><td>0</td></tr>
<tr><th colspan="2">Clocking</th></tr>
<tr><td>Root Driver</td><td>sky130_fd_sc_hd__clkbuf_16</td></tr>
<tr><td>Number of hold-repair buffers added at the cts stage</td><td>0</td></tr>
<tr><td>Clock-pin slew reported for the worst setup and hold paths after clock tree synthesis</td><td>0.06 ns</td></tr>
<tr><td>Clock tree from TritonCTS</td><td>yes</td></tr>
<tr><td>Resize count post-CTS</td><td>0</td></tr>
<tr><td>CTS sink cnt</td><td>1024</td></tr>
<tr><td>Deepest clock path buffer count</td><td>3</td></tr>
<tr><td>Cts bufs inserted</td><td>108</td></tr>
<tr><td>H-Tree Depth</td><td>3</td></tr>
<tr><td>Setup Buffers After CTS</td><td>0</td></tr>
<tr><th colspan="2">Synth</th></tr>
<tr><td>Multiplexer share</td><td>0.243</td></tr>
<tr><td>Yosys Instances</td><td>2614</td></tr>
<tr><td>Adder-Cell Fraction of Synth Area</td><td>0</td></tr>
<tr><td>Summed instance area of the synthesized netlist</td><td>48100 µm²</td></tr>
<tr><td>Share of the yosys chip area belonging to registers</td><td>0.639</td></tr>
<tr><td>Synth async-reset ratio</td><td>0</td></tr>
<tr><td>Top_reg_cell synth</td><td>sky130_fd_sc_hd__edfxtp_1</td></tr>
<tr><td>Mean instance size in the synthesized netlist</td><td>18.4 µm²</td></tr>
<tr><td>Cells taking the most area after synthesis</td><td>sky130_fd_sc_hd__edfxtp_1, sky130_fd_sc_hd__mux4_2, sky130_fd_sc_hd__mux2i_1</td></tr>
<tr><td>Synth area leader</td><td>sky130_fd_sc_hd__edfxtp_1</td></tr>
<tr><td>Cell types with the highest counts after synthesis</td><td>sky130_fd_sc_hd__edfxtp_1, sky130_fd_sc_hd__mux2i_1, sky130_fd_sc_hd__mux4_2, sky130_fd_sc_hd__a22oi_1, sky130_fd_sc_hd__a21oi_1</td></tr>
<tr><td>Tally of yosys warning messages</td><td>1</td></tr>
<tr><td>Count of library flops with an enable pin</td><td>1024</td></tr>
<tr><td>Fraction of synthesized cell area taken by the top area cell type</td><td>0.639</td></tr>
<tr><td>Largest combinational cell category by area</td><td>multiplexers</td></tr>
<tr><td>Synth Area in Compound Gates</td><td>0.0780</td></tr>
<tr><td>Synthesis area per yosys</td><td>48100 µm²</td></tr>
<tr><td>Most popular library cell in the synthesized design by count</td><td>sky130_fd_sc_hd__edfxtp_1</td></tr>
<tr><td>Synthesis-stage register bit count</td><td>1024</td></tr>
<tr><td>Post-synthesis cell type count</td><td>49</td></tr>
<tr><td>Share of synthesized cell area in and, or, nand and nor gates</td><td>0.0142</td></tr>
<tr><td>Synthesized netlist cell count</td><td>2614</td></tr>
<tr><td>Synth Area in XOR/XNOR</td><td>0.00182</td></tr>
<tr><th colspan="2">Floorplanning</th></tr>
<tr><td>Die outline height</td><td>312 µm</td></tr>
<tr><td>Die width</td><td>312 µm</td></tr>
<tr><td>Die area</td><td>97500 µm²</td></tr>
<tr><td>Starting density of the core</td><td>0.506</td></tr>
<tr><td>Site Rows</td><td>113</td></tr>
<tr><td>Core footprint</td><td>95200 µm²</td></tr>
<tr><td>Boundary Pins</td><td>114</td></tr>
<tr><th colspan="2">Final timing</th></tr>
<tr><td>Final total negative setup slack</td><td>0 ns</td></tr>
<tr><td>Share of the clock period used by the worst path after layout</td><td>0.949</td></tr>
<tr><td>Number of max-slew violations in the final report</td><td>0</td></tr>
<tr><td>Actual transition at the worst max-transition pin</td><td>0.970 ns</td></tr>
<tr><td>Maximum operating frequency</td><td>160 MHz</td></tr>
<tr><td>Unrepaired setup endpoints after global routing</td><td>false</td></tr>
<tr><td>Final tally of setup violations</td><td>0</td></tr>
<tr><td>Final hold vios</td><td>0</td></tr>
<tr><td>Slew headroom</td><td>0.352</td></tr>
<tr><td>Shortest period the worst path allows</td><td>6.27 ns</td></tr>
<tr><th colspan="2">Place</th></tr>
<tr><td>Dpl cell area</td><td>51600 µm²</td></tr>
<tr><td>Buffers added on ports</td><td>112</td></tr>
<tr><td>Final Wtd Congestion</td><td>0.886</td></tr>
<tr><td>HPWL Detailed</td><td>88000 µm</td></tr>
<tr><th colspan="2">Worst hold path</th></tr>
<tr><td>Worst min-delay path startpoint</td><td>rd_data[14]</td></tr>
<tr><td>Instance count along the most critical hold path</td><td>2</td></tr>
<tr><td>Min-Delay Path Class</td><td>in2reg</td></tr>
<tr><td>Endpoint, Worst Hold</td><td>regs[11][14]</td></tr>
<tr><th colspan="2">Global routing</th></tr>
<tr><td>Aggregate global routing overflow</td><td>0</td></tr>
<tr><td>Global routing usage summed across all routing layers</td><td>0.354</td></tr>
<tr><td>Maximum number of pins on one net before global-route repair</td><td>79</td></tr>
<tr><td>Number of global-route vias before repair</td><td>31741</td></tr>
<tr><td>Global-route wire length before repair</td><td>218000 µm</td></tr>
<tr><td>Initial antenna violation count</td><td>3</td></tr>
<tr><th colspan="2">Cells and area</th></tr>
<tr><td>Design Area, Final</td><td>55300 µm²</td></tr>
<tr><td>Area growth from synthesis to final layout</td><td>14.9%</td></tr>
<tr><td>Share of cells above drive strength 1</td><td>0.264</td></tr>
<tr><td>Largest register FFs</td><td>1024</td></tr>
<tr><th colspan="2">Status</th></tr>
<tr><td>Result of the run</td><td>complete, no violations</td></tr>
<tr><th colspan="2">Power and ir drop</th></tr>
<tr><td>Power per cell area</td><td>274 nW/µm²</td></tr>
<tr><td>Static power due to leakage</td><td>18.3 nW</td></tr>
<tr><td>Maximum resistive drop on vdd</td><td>0.200 mV</td></tr>
<tr><th colspan="2">Critical path</th></tr>
<tr><td>Maximum fanout encountered on the critical timing path</td><td>29</td></tr>
<tr><td>WS Path Type</td><td>in2out</td></tr>
<tr><td>Endpoint required time on the critical path</td><td>5.28 ns</td></tr>
<tr><td>Worst setup EP type</td><td>output pin</td></tr>
<tr><td>Data arrival, critical path</td><td>4.95 ns</td></tr>
<tr><td>Type of origin of the critical path</td><td>input port</td></tr>
<tr><th colspan="2">Run</th></tr>
<tr><td>Stage-log warning count</td><td>27</td></tr>
<tr><td>Max-cap violation count</td><td>0</td></tr>
</table>
-- stage by stage --
stage / utilization / setup slack, ns / std cells / power (W) / hold WS (ns)
after floorplan: - / 2.35 / 2645 / 0.00821 / 1.42
after global placement: 0.542 / 0.547 / 3949 / 0.00885 / 2.14
after detailed placement: 0.542 / 0.484 / 3949 / 0.00887 / 2.15
after CTS: 0.581 / 0.476 / 4150 / 0.0152 / 1.43
after global routing: 0.581 / 0.260 / 4150 / 0.0155 / 1.47
final: 0.581 / 0.335 / 4150 / 0.0151 / 1.45
-- how the worst max path moves through the flow --
| stage | depth (start not counted) | endpoint | startpoint |
|---|---|---|---|
| 6_report | 8 | rs2_data[3] | rs2[3] |
| 5_1_grt | 8 | rs2_data[11] | rs2[3] |
| 4_1_cts | 8 | rs2_data[20] | rs2[3] |
-- worst max-delay path: stages --
cell	delay (ns)
sky130_fd_sc_hd__clkdlybuf4s50_1	0.90
sky130_fd_sc_hd__or3b_4	0.80
sky130_fd_sc_hd__buf_12	0.29
sky130_fd_sc_hd__o22ai_1	0.11
sky130_fd_sc_hd__a2111oi_2	0.64
sky130_fd_sc_hd__a21oi_1	0.15
sky130_fd_sc_hd__a22o_1	0.29
sky130_fd_sc_hd__clkdlybuf4s50_1	0.43
-- power by group --
group / switching (W) / internal [W] / leakage, nW
clock: 0.00254 / 0.00383 / 1.83
combinational: 0.000827 / 0.000631 / 7.19
sequential: 0.0000375 / 0.00725 / 9.25
-- kinds of logic after synthesis --
logic type                count (synthesis)
AOI/OAI and AO/OA                       485
xor gates and xnor gates                 10
buffers and inverters                   226
DFF                                    1024
muxes                                   724
other                                     1
and+or+nand+nor                         144
-- layer usage --
| metal | vias up | wire length (µm) | GRT usage |
|---|---|---|---|
| met1 | 14139 | 46800 | 0.436 |
| met2 | 2291 | 69500 | 0.490 |
| met4 | 10 | 4510 | 0.0788 |
| met5 | - | 141 | 0.0184 |
| met3 | 298 | 30600 | 0.308 |
| li1 | 11557 | - | - |
-- area by class of cell --
cell class / instances / area [µm²]
Clock buffer: 124 / 2830
Sequential cell: 1024 / 30700
Tap cell: 1265 / 1580
Inverter: 1 / 3.75
Multi-Input combinational cell: 1395 / 16600
Clock inverter: 77 / 897
Fill cell: 6774 / 39900
Timing Repair Buffer: 264 / 2580
-- placed cells by master (no fill, tap or decap), types with 9 or more instances in the layout --
cell                              count
sky130_fd_sc_hd__a22o_1              69
sky130_fd_sc_hd__nor2_1              26
sky130_fd_sc_hd__clkdlybuf4s50_1    105
sky130_fd_sc_hd__o22ai_1             31
sky130_fd_sc_hd__a21oi_1            113
sky130_fd_sc_hd__o221ai_1            33
sky130_fd_sc_hd__a32o_1              18
sky130_fd_sc_hd__buf_12              25
sky130_fd_sc_hd__bufinv_16           20
sky130_fd_sc_hd__nor2_4              33
sky130_fd_sc_hd__buf_4              130
sky130_fd_sc_hd__clkinv_1            24
sky130_fd_sc_hd__nand2_1             27
sky130_fd_sc_hd__mux4_2             355
sky130_fd_sc_hd__a22oi_1            152
sky130_fd_sc_hd__clkinv_2            25
sky130_fd_sc_hd__conb_1              32
sky130_fd_sc_hd__a2111oi_2           31
sky130_fd_sc_hd__mux2i_1            366
sky130_fd_sc_hd__clkbuf_1            13
sky130_fd_sc_hd__clkbuf_16          111
sky130_fd_sc_hd__edfxtp_1          1024
sky130_fd_sc_hd__o221a_1              9
sky130_fd_sc_hd__nand3_1             22
Power and IR drop assume default switching activity.
