--- /design/flow/design.v ---
module instruction_mem (
    input [31: 0] pc,
    output reg [31: 0] instruction
);
reg [31: 0] inst_mem[127: 0];
always @(*) begin
    instruction = inst_mem[pc >> 2];
end
initial begin
    inst_mem[0] = 32'hfb010113;         
    inst_mem[1] = 32'h04812623;         
    inst_mem[2] = 32'h05010413;         
    inst_mem[3] = 32'h00000793;         
    inst_mem[4] = 32'h0007a303;         
    inst_mem[5] = 32'h0047a883;         
    inst_mem[6] = 32'h0087a803;         
    inst_mem[7] = 32'h00c7a503;         
    inst_mem[8] = 32'h0107a583;         
    inst_mem[9] = 32'h0147a603;         
    inst_mem[10] = 32'h0187a683;         
    inst_mem[11] = 32'h01c7a703;         
    inst_mem[12] = 32'h0207a783;         
    inst_mem[13] = 32'h0247ae03;         
    inst_mem[14] = 32'hfa642023;         
    inst_mem[15] = 32'hfb142223;         
    inst_mem[16] = 32'hfb042423;         
    inst_mem[17] = 32'hfaa42623;         
    inst_mem[18] = 32'hfab42823;         
    inst_mem[19] = 32'hfac42a23;         
    inst_mem[20] = 32'hfad42c23;         
    inst_mem[21] = 32'hfae42e23;         
    inst_mem[22] = 32'hfcf42023;         
    inst_mem[23] = 32'hfdc42223;         
    inst_mem[24] = 32'hfe042623;         
    inst_mem[25] = 32'h0bc0006f;         
    inst_mem[26] = 32'hfec42783;         
    inst_mem[27] = 32'h00178793;         
    inst_mem[28] = 32'hfef42423;         
    inst_mem[29] = 32'h0940006f;         
    inst_mem[30] = 32'hfe842783;         
    inst_mem[31] = 32'h00279793;         
    inst_mem[32] = 32'hfa040713;         
    inst_mem[33] = 32'h00f707b3;         
    inst_mem[34] = 32'h0007a703;         
    inst_mem[35] = 32'hfec42783;         
    inst_mem[36] = 32'h00279793;         
    inst_mem[37] = 32'hfa040693;         
    inst_mem[38] = 32'h00f687b3;         
    inst_mem[39] = 32'h0007a783;         
    inst_mem[40] = 32'h04f75e63;         
    inst_mem[41] = 32'hfe842783;         
    inst_mem[42] = 32'h00279793;         
    inst_mem[43] = 32'hfa040713;         
    inst_mem[44] = 32'h00f707b3;         
    inst_mem[45] = 32'h0007a783;         
    inst_mem[46] = 32'hfef42223;         
    inst_mem[47] = 32'hfec42783;         
    inst_mem[48] = 32'h00279793;         
    inst_mem[49] = 32'hfa040713;         
    inst_mem[50] = 32'h00f707b3;         
    inst_mem[51] = 32'h0007a703;         
    inst_mem[52] = 32'hfe842783;         
    inst_mem[53] = 32'h00279793;         
    inst_mem[54] = 32'hfa040693;         
    inst_mem[55] = 32'h00f687b3;         
    inst_mem[56] = 32'h00e7a023;         
    inst_mem[57] = 32'hfec42783;         
    inst_mem[58] = 32'h00279793;         
    inst_mem[59] = 32'hfa040713;         
    inst_mem[60] = 32'h00f707b3;         
    inst_mem[61] = 32'hfe442703;         
    inst_mem[62] = 32'h00e7a023;         
    inst_mem[63] = 32'hfe842783;         
    inst_mem[64] = 32'h00178793;         
    inst_mem[65] = 32'hfef42423;         
    inst_mem[66] = 32'hfe842703;         
    inst_mem[67] = 32'h00900793;         
    inst_mem[68] = 32'hf6e7d4e3;         
    inst_mem[69] = 32'hfec42783;         
    inst_mem[70] = 32'h00178793;         
    inst_mem[71] = 32'hfef42623;         
    inst_mem[72] = 32'hfec42703;         
    inst_mem[73] = 32'h00800793;         
    inst_mem[74] = 32'hf4e7d0e3;         
    inst_mem[75] = 32'h00000793;         
    inst_mem[76] = 32'hfa042303;         
    inst_mem[77] = 32'h0067a023;         
    inst_mem[78] = 32'hfa442883;         
    inst_mem[79] = 32'h0117a223;         
    inst_mem[80] = 32'hfa842803;         
    inst_mem[81] = 32'h0107a423;         
    inst_mem[82] = 32'hfac42503;         
    inst_mem[83] = 32'h00a7a623;         
    inst_mem[84] = 32'hfb042583;         
    inst_mem[85] = 32'h00b7a823;         
    inst_mem[86] = 32'hfb442603;         
    inst_mem[87] = 32'h00c7aa23;         
    inst_mem[88] = 32'hfb842683;         
    inst_mem[89] = 32'h00d7ac23;         
    inst_mem[90] = 32'hfbc42703;         
    inst_mem[91] = 32'h00e7ae23;         
    inst_mem[92] = 32'hfc042783;         
    inst_mem[93] = 32'h02f7a023;         
    inst_mem[94] = 32'hfc442e03;         
    inst_mem[95] = 32'h03c7a223;         
    inst_mem[96] = 32'h00000793;         
    inst_mem[97] = 32'h00078513;         
    inst_mem[98] = 32'h04c12403;         
    inst_mem[99] = 32'h05010113;         
    inst_mem[100] = {12'h0, 5'b0, 3'b000, 5'b0, 7'b0010011};  
end
endmodule
--- /design/flow/run.sh ---
#!/bin/bash
# OpenROAD 26Q1-2900-gdf79404cd8, Yosys 0.63+post, stock flow scripts
make -C /OpenROAD-flow-scripts/flow DESIGN_CONFIG=/design/flow/config.mk WORK_HOME=/design/flow/orfs finish
--- /design/flow/config.mk ---
export PLATFORM = sky130hd
export DESIGN_NAME = instruction_mem
export DESIGN_NICKNAME = instruction_mem
export VERILOG_FILES = /design/flow/design.v
export SDC_FILE = /design/flow/constraint.sdc
export NUM_CORES = 4
export LEC_CHECK = 1
export CORE_UTILIZATION = 30
--- /design/flow/constraint.sdc ---
current_design instruction_mem

set clk_period 2.4
set clk_io_pct 0.2

create_clock -name clk0 -period $clk_period

set non_clock_inputs [all_inputs -no_clocks]
set_input_delay [expr $clk_period * $clk_io_pct] -clock clk0 $non_clock_inputs
set_output_delay [expr $clk_period * $clk_io_pct] -clock clk0 [all_outputs]
==> metrics.yaml <==
final_timing:
  finalHoldWorstSlack_ps: 1480
  report.final.setup_viol: 20
  grt_setup_unrepaired: "yes"
  fin_ws_ps: -240
  slew_violations: 0
  max_freq_mhz: 379
  final_hold_viol_count: 0
  post-route-period-util: 1.10
  min_period_ps: 2640
critical_path:
  slowest_delay_ps: 310
  crit_buf_inv: 5
  crit_path_end_kind: "output port"
  cp_max_fo: 5
  crit_path_frequent_cell: "o211ai_1"
  cp.arrival_ps: 2160
  startpoint_type: "input pin"
  critical_path_class: "input pin to output port"
  critical_path_required_ps: 1920
  path_delay_family: "AND-OR/OR-AND gates"
  slowest_stage: "ha_4"
  crit_path_cell_trace: "buf_8 -> inv_6 -> buf_6 -> ha_4 -> buf_4 -> and2b_1 -> a21oi_2 -> o211ai_1 -> a32o_2 -> o211ai_1 -> buf_2"
floorplan:
  chipWidth_um: 97.6
  core_area_um2: 8810
  die_area_um2: 9530
  num_io_pins: 64
  initial_core_util: 0.311
  rows: 34
  die_y_um: 97.6
drt:
  wl_per_cell_um: 22.1
  n_antenna_cell: 0
  avgViaCountPerCell: 6.29
  num_vias: 4478
  drt-pass1-iter-count: 21
  routed_wl_um: 15700
  drcViolationCount: 0
  ant_nets: 0
  drtIter0Drc: 432
power:
  power_density_nw_per_um2: 207
  worst_ir_drop_vdd_mv: 0.135
  p_leak_nw: 2.30
synth:
  largest_area_cell: "ha_1"
  ys_warn_count: 1
  postSynthSeqShare: 0
  top_cell_area_share: 0.0912
  yosys-stat-area_um2: 2740
  area_leaders: "ha_1 9.1%, o21ai_0 8.4%, nand2_1 6.8%"
  ys_cells: 432
  yosysUniqueCellTypes: 66
  synth_cells: 432
  syn_area_per_cell_um2: 6.35
  netlist_area_um2: 2740
run:
  drv_cap: 0
  warnings: 76
placed_design:
  gp_congestion: 0.980
  post-place-ws_ps: -1190
  dp.cells: 663
  dpl_cell_area_um2: 4000
  portBuffers: 36
  hpwlAfterDp_um: 10600
finish:
  fill_cells: 662
  flop_area_um2: 0
  fin_util: 0.609
  final_area_um2: 5360
  num-clock-buffers: 0
  drive_above_1_share: 0.603
  final_cells: 712
  area_delta_synth_final_pct: 95.5
  seq_cells: 0
grt:
  grt_remaining_overflow: 0
  grt_pass1_wl_um: 23000
  grt_busiest_layer: "met2"
  use_met1: 0.437
  grt_max_degree: 20
  grt.total_usage: 0.312
  use_met3: 0.0615
  met2_usage: 0.466
  grt_pass1_vias: 4142
  antenna_found_initial: 0
hold_path:
  whs_endpoint: "instruction[24]"
  hold_path_class: "input pin to output port"
  min_path_cells: 5
  hold_start: "pc[4]"
clocking:
  postCtsHoldBufs: 0
run_status:
  violations: "negative setup slack"
  outcome: "complete, but fails checks"
[worst max path at each step]
stage	cells past startpoint	from	slack (ps)	end
final	11	pc[3]	-240	instruction[23]
after CTS	12	pc[3]	-240	instruction[22]
after global routing	11	pc[3]	-290	instruction[23]
[cell usage in the layout, fill, tap and decap left out, types with 11 or more instances in the layout]
master / synthesis / final
a21oi_2: 0 / 15
nor2_1: 23 / 18
nand2_1: 50 / 38
buf_2: 19 / 20
buf_6: 10 / 44
o21ai_2: 0 / 11
a21oi_1: 37 / 22
o211ai_1: 14 / 14
o21ai_1: 7 / 15
nand2b_1: 17 / 11
o21ai_0: 46 / 25
buf_4: 16 / 137
[worst min-delay path, cell delays in order]
cell	delay [ps]
buf_6	100
nand2b_4	130
buf_4	100
o221ai_2	90
clkbuf_2	100
[routing by layer]
layer | part of all wire | up-vias | wire length (um)
met3 | 0.11 | 67 | 1800
met5 | 0 | - | 0
li1 | - | 1969 | -
met4 | 0.049 | 0 | 774
met1 | 0.41 | 2098 | 6470
met2 | 0.43 | 344 | 6690
[cell usage after synthesis (11+ instances only)]
cell type   n
a21oi_1    37
buf_2      19
buf_4      16
clkbuf_1   11
ha_1       20
nand2_1    50
nand2b_1   17
nand3_1    13
nor2_1     23
nor2b_1    13
nor3_1     13
o211ai_1   14
o21ai_0    46
[cell families (layout without fill, tap and decap cells)]
group / after synthesis / count (layout) / share of synthesized area
other cells: 2 / 3 / 0.00274
simple gates: 150 / 150 / 0.267
mux: 7 / 7 / 0.0306
fa+ha+maj: 20 / 20 / 0.0912
buf+inv: 65 / 236 / 0.147
compound gates: 186 / 186 / 0.455
xor+xnor: 2 / 2 / 0.00639
[cell type report]
type / count / area (um2) / area share
tap: 108 / 135 / 0.0252
inverter: 8 / 48.8 / 0.00910
timing repair buffer: 228 / 2010 / 0.375
multi-input combinational: 368 / 3170 / 0.590
[repair_timing]
action	in CTS	in global routing
pin swaps	80	57
gates cloned	1	0
buffers inserted	39	18
setup endpoints to repair	29	29
gates resized	280	84
[through the flow]
| stage | total power [mW] | TNS, ps |
|---|---|---|
| finish | 1.11 | -2030 |
| global route | 1.16 | -3450 |
| CTS | 0.988 | -2370 |
| detailed placement | 0.793 | -27700 |
| global placement | 0.798 | -27880 |
| floorplan | 0.408 | 0 |
[power by group]
part / switching [mW] / internal [mW] / leakage (nW) / total (mW)
logic: 0.559 / 0.549 / 2.30 / 1.11
clock network: 0 / 0 / 0 / 0
registers: 0 / 0 / 0 / 0
Power is estimated from default activity; no workload was simulated.
